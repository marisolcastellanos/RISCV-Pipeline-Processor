<file path="flow/run.sh">
#!/bin/bash
# OpenROAD 26Q1-2900-gdf79404cd8, Yosys 0.63+post, stock flow scripts
make -C /OpenROAD-flow-scripts/flow DESIGN_CONFIG=/design/flow/config.mk WORK_HOME=/design/flow/orfs finish
</file>
<file path="flow/config.mk">
export PLATFORM = sky130hd
export DESIGN_NAME = if_id
export DESIGN_NICKNAME = if_id
export VERILOG_FILES = /design/flow/design.v
export SDC_FILE = /design/flow/constraint.sdc
export NUM_CORES = 4
export LEC_CHECK = 1
export CORE_UTILIZATION = 50
</file>
<file path="flow/constraint.sdc">
current_design if_id

set clk_period 1.0
set clk_io_pct 0.2

create_clock -name clk0 -period $clk_period [get_ports {clk}]

set non_clock_inputs [all_inputs -no_clocks]
set_input_delay [expr $clk_period * $clk_io_pct] -clock clk0 $non_clock_inputs
set_output_delay [expr $clk_period * $clk_io_pct] -clock clk0 [all_outputs]
</file>
<file path="flow/design.v">
module if_id (
   input  logic           clk, reset,
   input  logic [31:0]    InstrF,         
                          PCF,          
			  PCPlus4F,    
   output logic [31:0]    InstrD,        
                          PCD,         
			  PCPlus4D      
   );
  always_ff @(posedge clk, posedge reset)
    if (reset) begin
		PCD <= 0;
		InstrD <=0;
		PCPlus4D <=0;
	end
	else begin
		PCD <= PCF;
		InstrD <=InstrF;
		PCPlus4D <=PCPlus4F;
	end
endmodule 
</file>
==> impl_metrics.env <==
# flow metrics
export IMPL_yosysWarnings=1
export IMPL_die_width_um=71.4
export IMPL_placement_rows=24
export IMPL_seq_share_synth_pct=99.8
export IMPL_num_io_pins=194
export IMPL_syn_instance_count=97
export IMPL_fp_util_pct=53.8
export IMPL_synth_avg_cell_area_um2=24.8
export IMPL_die_size_y_um=71.4
export IMPL_netlist_cell_type_count=2
export IMPL_toolErrorMsg="[ERROR DPL-0036] Detailed placement failed."
export IMPL_place_port_buffers=193
export IMPL_netlist_top_cell_by_area="dfrtp_1"
export IMPL_ys_area_mm2=0.00241
export IMPL_top_area_share_pct=99.8
export IMPL_gp_routability_congestion=0.774
export IMPL_netlist_area_before_placement_mm2=0.00241
export IMPL_ys_top_cells_by_area="dfrtp_1 100%, inv_1 0.16%"
export IMPL_run_status="stopped before the end"
export IMPL_synth_cells_yosys=97
export IMPL_haltStage="detailed placement"
export IMPL_synth_seq_cells=96
## metrics by stage
step	power, mW	instance area [µm²]	instances	TNS (ps)
floorplan	4.20	2410	97	-32030
global placement	5.01	4470	345	0
## synth_stat cells (all sizes together)
cell type  count
dfrtp         96
inv            1
## logic make-up after synthesis
| logic type | Yosys count | synth area share [%] |
|---|---|---|
| flip-flops | 96 | 99.8 |
| buffers and inverters | 1 | 0.156 |
No activity file was given, so power comes from the tool's default toggle rates.
