**design/flow/config.mk**
```make
export PLATFORM = sky130hd
export DESIGN_NAME = id_ex
export DESIGN_NICKNAME = id_ex
export VERILOG_FILES = /design/flow/design.v
export SDC_FILE = /design/flow/constraint.sdc
export NUM_CORES = 4
export LEC_CHECK = 1
export CORE_UTILIZATION = 40
```
**design/flow/constraint.sdc**
```tcl
current_design id_ex

set clk_period 1.0
set clk_io_pct 0.2

create_clock -name clk0 -period $clk_period [get_ports {clk}]

set non_clock_inputs [all_inputs -no_clocks]
set_input_delay [expr $clk_period * $clk_io_pct] -clock clk0 $non_clock_inputs
set_output_delay [expr $clk_period * $clk_io_pct] -clock clk0 [all_outputs]
```
**design/flow/design.v**
```verilog
module id_ex(
        input logic         clk,   reset, 
        input logic  [4:0]  RdD, RD1D, RD2D,
        input logic  [31:0] PCD,  
                            ImmExtD, 
                            PCPlus4D,
        output logic [4:0]  RdE, RD1E, RD2E,
        output logic [31:0] PCE, 
                            ImmExtE,
                            PCPlus4E 
    );
    always_ff @(posedge clk, posedge reset) 
    if (reset) begin 
    end 
    else begin
    PCE <= PCD; 
    RdE <= RdD;
    RD1E <= RD1D;
    RD2E <= RD2D; 
    ImmExtE <= ImmExtD; 
    PCPlus4E <= PCPlus4D; 
    end
endmodule
```
**design/flow/run.sh**
```bash
#!/bin/bash
# OpenROAD 26Q1-2900-gdf79404cd8, Yosys 0.63+post, stock flow scripts
make -C /OpenROAD-flow-scripts/flow DESIGN_CONFIG=/design/flow/config.mk WORK_HOME=/design/flow/orfs finish
```
==> reports/results.tsv <==
metric	value	unit
failing checks	setup timing	
Least-Margin Pin Slew	0.1540	ns
max-cap viol count	0	
run status	finished, violations left	
P_leak	2.108	nW
Clock Tree Buf Depth	2	
die height	93.34	um
Fin. Hold Viols	0	
Slew Limit Fails	0	
Worst Path Max Fanout	1	
RSZ-0062 raised after global routing	yes	
multi-input gates	0	
Sequential Power Share	63.7	%
post-synthesis sequential area ratio	99.89	%
clock slew seen by the registers of the worst setup and hold paths	0.10	ns
Flops after synth	111	
DR pass1 iterations	4	
Setup TNS	-3.936	ns
Rel. slew slack	89.73	%
GRT Resource Usage Total	19.62	%
hold_buf cts	0	
Chip Area, Yosys	3337	sq um
CP Launch Type	flop	
DP Worst Slack	-0.5145	ns
CTS tree	done	
Num CTS Buffers	9	
area grow syn2layout	62.73	%
Die Area	8711	sq um
Tmin final	1.071	ns
Vias/cell	4.365	
CP max stage delay	0.39	ns
Hold Path Class	primary input to flop	
switching power	1.708	mW
Critical Path, Cell by Cell	buf_2	
ANT nets after route	0	
Pint	7.059	mW
Worst path depth	1	
clock root cell	clkbuf_8	
endpoints failing setup	111	
Top Ports	224	
htree depth	3	
crit path launch	PCPlus4E[31]	
tool warnings	29	
Worst EP required	0.80	ns
largest net degree at the start of global routing	29	
clock share of power	26.5	%
PortBufs	223	
syn avg cell area	29.79	sq um
Cells after Synth	112	
Die Width	93.34	um
Synth Warn #	1	
routed length on met2	3929	um
delay-heaviest family, CP	flip-flops	
period utilisation layout	107.1	%
vias	2008	
GPL Wtd Cong	0.8232	
Cell Pwr Density	1614	nW/um^2
kind of critical path	flop to output port	
global-route wire length before repair	11180	um
num rows	32	
antenna violations before repair	0	
Sw Share	19.48	%
combinational power share	9.8	%
Highest Signal Layer	met4	
share of cells above drive strength 1	37.15	%
worst path arrival time	0.87	ns
Buf/Inv on CP	1	
Cell Type Count	2	
fmax	0.9341	GHz
worst vdd ir	873.8	uV
# Cells Yosys	112	
Slowest-stage cell, CP	edfxtp_1	
drt wl/cell	17.02	um
Routed Wire Length	7830	um
# clock sinks	111	
GRT overflow	0	
DR iter-0 viols	38	
Worst Setup Slack, final	-0.07055	ns
drt drc	0	
logic area	0	sq um
Core Area	7888	sq um
total power	8.766	mW
DPL Wire Length	6058	um
fp util	42.31	%
Mapped Area	3337	sq um
vias in the first global route	2076	
Ant. Diodes	0	
Crit. End Element	output port	
met1 WL	2614	um
FILL cells	545	
met3 WL post-DR	1109	um
hold path startpoint	PCPlus4D[4]	
hold endpoint	PCPlus4E[4]	
hold depth	1	
==> cell usage after synthesis <==
| cell type | n | area share, % |
|---|---|---|
| edfxtp_1 | 111 | 100 |
| inv_1 | 1 | 0.11 |
==> power groups by stage <==
stage     Sequential (mW)  Clock, mW  Combinational (mW)
4_1_cts              5.59       2.40               0.880
5_1_grt              5.62       2.57               0.933
6_report             5.59       2.32               0.858
==> final cells by class <==
type	count	area, sq um	share of cell area, %
flip-flops and latches	111	3333	61.38
repair buffers	230	1790	32.97
well taps	102	127.6	2.350
clock buffers	9	123.9	2.281
clock inverters	7	47.55	0.8756
inverters	1	7.507	0.1382
==> metal layers <==
metal / vias up / global-route usage, %
li1: 940 / -
met1: 924 / 29.93
met2: 130 / 30.39
met3: 14 / 8.023
met4: 0 / 3.974
met5: - / 0
==> cell usage in the layout (no fill, tap or decap) <==
cell type / instances
edfxtp_1: 111
clkdlybuf4s50_1: 111
buf_2: 111
clkbuf_8: 9
buf_12: 5
clkinv_4: 3
clkinv_1: 2
buf_4: 2
clkinvlp_4: 1
inv_6: 1
clkinv_2: 1
dlygate4sd2_1: 1
==> registers in the layout, indices dropped and copies added (netlist names) <==
| name | flops |
|---|---|
| RD1E | 5 |
| RD2E | 5 |
| RdE | 5 |
| ImmExtE | 32 |
| PCE | 32 |
| PCPlus4E | 32 |
==> how the worst max path moves through the flow <==
stage                          end  slack (ns)
after CTS             PCPlus4E[31]       -0.09
after global routing    ImmExtE[0]       -0.12
final                 PCPlus4E[31]       -0.07
==> through the flow <==
step / util (%) / area, sq um / instances / hold WS [ns]
floorplan: - / 3341 / 112 / 0.2989
global placement: 73.48 / 5796 / 443 / 0.7551
detailed placement: 73.48 / 5796 / 443 / 0.7578
CTS: 68.85 / 5430 / 460 / 0.3747
global route: 68.85 / 5430 / 460 / 0.3718
finish: 68.85 / 5430 / 460 / 0.3920
==> cells by family (layout without fill, tap and decap cells) <==
kind of cell	count (synthesis)	after routing	share of synthesized area, %
buffers and inverters	1	247	0.1124
DFF	111	111	99.89
==> what timing repair did <==
item / 4_1_cts / 5_1_grt
setup buffers: 1 / 0
pin swaps: 0 / 0
setup endpoints to repair: 221 / 111
resized: 347 / 0
Power is estimated from default activity; no workload was simulated.
